### run.sh
#!/bin/bash
# OpenROAD 26Q1-2900-gdf79404cd8, Yosys 0.63+post, stock flow scripts
make -C /OpenROAD-flow-scripts/flow DESIGN_CONFIG=/design/flow/config.mk WORK_HOME=/design/flow/orfs finish
### config.mk
export PLATFORM = sky130hd
export DESIGN_NAME = lab_3s
export DESIGN_NICKNAME = lab_3s
export VERILOG_FILES = /design/flow/design.v
export SDC_FILE = /design/flow/constraint.sdc
export NUM_CORES = 4
export LEC_CHECK = 1
export CORE_UTILIZATION = 40
### constraint.sdc
current_design lab_3s

set clk_period 5.5
set clk_io_pct 0.2

create_clock -name clk0 -period $clk_period [get_ports {clk}]

set non_clock_inputs [all_inputs -no_clocks]
set_input_delay [expr $clk_period * $clk_io_pct] -clock clk0 $non_clock_inputs
set_output_delay [expr $clk_period * $clk_io_pct] -clock clk0 [all_outputs]
### design.v
 module FSM( 
	input clk, rst_ni, ENA,
  output reg [1:0] sel,
  output reg [3:0] digi);
 reg [1:0] state;
 parameter s0 = 0, s1 = 1, s2 = 2, s3 = 3;
 initial begin
 state = s0;
 end
 always @(posedge clk or negedge rst_ni) begin
	if (!rst_ni)
		state = s0;
	else
		if(ENA)
			case (state)
				s0: state <= s1;
				s1: state <= s2;
				s2: state <= s3;
				s3: state <= s0;
			endcase
 end
 always @(state) begin
   	case (state)
			s0: begin
				 sel  <= 2'b00;
				 digi <= 4'b0001;
				 end 
			s1: begin
				 sel  <= 2'b01;
				 digi <= 4'b0010;
				 end
			s2: begin
				 sel  <= 2'b11;
				 digi <= 4'b0100;
				 end 
			s3: begin
				 sel  <= 2'b10;
				 digi <= 4'b1000;
				 end
		endcase
 end
endmodule 
module MUX
#(parameter w=4)
( input [w-1:0] Ai, Bi, Ci, Di,
  input [1:0] sel,
output reg [w-1:0] mo);
always @ * begin
	case (sel) 
		0: mo <= Di;
		1: mo <= Ci;
		2: mo <= Ai;
		3: mo <= Bi;
	endcase	
end
endmodule 
module b2bd_SR(
	input [7:0] bc,
	input clk,
	output [11:0] bdc
);
	reg load, ENA;
	reg [3:0] cnt_t, rg_unit, rg_dec, rg_hdr, F_unit, F_dec;
	reg [7:0] bc_old_rg, bc_new_rg, shrg_bc;
	initial begin
	load      = 0;
	ENA       = 0;
	cnt_t     = 7;
	bc_old_rg = 0;
	bc_new_rg = 0;
	shrg_bc   = 0;
	rg_unit   = 0;
	rg_dec    = 0;
	rg_hdr    = 0;
	F_unit    = 0;
	F_dec     = 0;
	end
	always @(posedge clk) begin
		bc_old_rg <= bc;
		bc_new_rg <= bc_old_rg;
		load <= (bc_new_rg != bc_old_rg);		
	end
	always @(posedge clk) begin
		if(load) begin
				cnt_t <= 4'd0;
				ENA <= 1;
			end
		else 
			if(cnt_t < 4'd7) begin
					cnt_t <= cnt_t + 4'd1;					
				end
			else
				ENA <= 0;
	end
	always @(posedge clk) begin
		if(load) 
			shrg_bc <= bc_new_rg;
		else 
			if(ENA) 
				shrg_bc <= shrg_bc << 1;					
	end
	always @(posedge clk) begin
		if(load) begin
				rg_unit <= 0;
				rg_dec  <= 0;
				rg_hdr  <= 0;
			end
		else 
			if(ENA) 
				{rg_hdr, rg_dec, rg_unit} <= {rg_hdr[2:0], F_dec, F_unit, shrg_bc[7]};			
	end
	always @* begin
		F_unit = (rg_unit < 4'b0101) ? rg_unit : (rg_unit + 4'b0011);
		F_dec  = (rg_dec < 4'b0101) ? rg_dec : (rg_dec + 4'b0011);	
	end
	assign
	bdc = {rg_hdr, rg_dec, rg_unit};
endmodule 
module b2ss (
input [3:0] mo,
output reg [6:0] ssi);
reg [6:0] seg_arr[15:0];
initial begin
seg_arr[0] <=  7'b0111111;  
seg_arr[1] <=  7'b0000110;  
seg_arr[2] <=  7'b1011011;  
seg_arr[3] <=  7'b1001111;  
seg_arr[4] <=  7'b1100110;  
seg_arr[5] <=  7'b1101101;  
seg_arr[6] <=  7'b1111101;  
seg_arr[7] <=  7'b0000111;  
seg_arr[8] <=  7'b1111111;  
seg_arr[9] <=  7'b1101111;  
seg_arr[10] <= 7'b1110111;  
seg_arr[11] <= 7'b1111100;  
seg_arr[12] <= 7'b0111001;  
seg_arr[13] <= 7'b1011110;  
seg_arr[14] <= 7'b1111001;  
seg_arr[15] <= 7'b1110001;  
end
always @*
	ssi = seg_arr[mo];
endmodule 
module cnt_div 
# (parameter cm = 5)
(input clk, srst,
 output reg cout);
	reg [31:0] cnt;
initial begin 
cnt = 0;
cout = 0;
end
always @(posedge clk )
if (!srst) cnt <= 32'h0;
else 
	if (cnt == cm - 1) cnt <= 32'h0;
	else cnt <= cnt + 1;
always @(posedge clk )
if (!srst) cout = 1'b1;
else 
	if (cnt == cm-1) cout <= 1'b1;
	else cout <= 1'b0;
endmodule 
module d_rg 
(input clk, rst_ni,
 input [3:0] A, B, C, D,
 output reg [3:0] Ai, Bi, Ci, Di);
initial begin
	Ai = 4'hf;
	Bi = 4'h7;
	Ci = 4'h3;
	Di = 4'h0;
end
always @(posedge clk )
if (!rst_ni) begin 
		Ai = 4'hf;
		Bi = 4'h7;
		Ci = 4'h3;
		Di = 4'h0;
	end
else begin 
		Ai <= A; 
		Bi <= B;
		Ci <= C;
		Di <= D;
	end
endmodule 
module dig_rg 
(input clk, rst_ni,
 input [3:0] digi,
 output reg [3:0] dig);
initial dig = 0;
always @(posedge clk )
if (!rst_ni) 
	dig <= 0;
else 
	dig <= digi;
endmodule 
module lab_3s(
	input clk,
	input [7:0] bc,
	output reg [6:0] ss,
	output reg [3:0] dig);
wire [11:0] bdc;
b2bd_SR UTT_SR(.clk(clk), .bc(bc), .bdc(bdc));
ss_cntr #(2)   
	ss_cntr(.clk(clk), .rst_n(1'd1), .A(4'd0), .B(bdc[11:8]), .C(bdc[7:4]), .D(bdc[3:0]), .ss(ss), .dig(dig));
endmodule 
module rst_reg 
(input clk, rst_n,
 output reg rst_n_i);
reg rst;
initial begin
rst = 1;
rst_n_i = 1;
end
always @(posedge clk ) begin
	rst <= rst_n;
	rst_n_i <= rst;
end
endmodule 
module ss_cntr 
# (parameter cm = 5)
	(input clk, rst_n,
	input [3:0] A, B, C, D,
	output reg [6:0] ss,
	output reg [3:0] dig);
wire [3:0] Ai, Bi, Ci, Di, digi, mo;
wire [1:0] sel;
wire [6:0] ssi;
wire rst_ni, ENA;
	rst_reg reset_rg(clk, rst_n, rst_ni);
	cnt_div #(.cm(cm)) 
		counter_div(clk, rst_ni, ENA);
	d_rg data_reg(clk, rst_ni, A, B, C, D, Ai, Bi, Ci, Di);
	FSM fsm(clk, rst_ni, ENA, sel, digi);
	MUX mux2(Ai, Bi, Ci, Di, sel, mo);
	b2ss binTo7Seg(mo, ssi);
	ss_rg seg_reg(clk, rst_ni, ssi, ss);
	dig_rg dig_reg(clk, rst_ni, digi, dig);
endmodule 
module ss_rg 
(input clk, rst_ni,
 input [6:0] ssi,
 output reg [6:0] ss);
initial ss = 0;
always @(posedge clk )
if (!rst_ni) 
	ss <= 0;
else 
	ss <= ssi;
endmodule 
==> flow_summary.json <==
{
  "status": "completed",
  "cts_resized": 0,
  "numClockSinks": 101,
  "route.detailed.drc": 0,
  "drt-wirelength-per-cell_microns": 11.16,
  "finalHoldViolCount": 0,
  "ys_async_sr_fraction": 0,
  "tightest_slew_ns": 0.8834,
  "cellPowerDensity_nw_per_um2": 274.3,
  "warnings": 38,
  "ys_seq_frac": 0.5469,
  "worstPathMaxFanout": 7,
  "fp.dieW_microns": 100.5,
  "fin_crit_ns": 2.347,
  "period_used_share": 0.4267,
  "grt_pass1_wl_microns": 9687,
  "timing_worst_setup_path_type": "reg2reg",
  "core_region_area_sq_um": 9328,
  "rows": 35,
  "r2r_cells": 8,
  "layout_top_cell": "dfxtp_1",
  "cp_slowest_cell": "edfxtp_1",
  "post_cts_buffers": 0,
  "finalSetupViolations": 0,
  "cts_buffer_depth": 2,
  "largest_reg_flops": 32,
  "flop_cell": "dfxtp_1",
  "cpLargestDelayFamily": "AND-OR/OR-AND gates",
  "crit_cells": 8,
  "grt_antenna_before_repair": 0,
  "end_kind": "flip-flop",
  "crit_path_start_kind": "flip-flop",
  "grt_max_degree": 23,
  "power_leakage_nw": 1.592,
  "antenna_cells": 0,
  "routed_via_density": 4.665,
  "fmax_mhz": 426.2,
  "initial_core_util": 0.4160,
  "totalWireLength_microns": 5593,
  "vdd_ir_drop_max_mv": 0.1445,
  "route.vias.total": 2337,
  "yosys_cells": 345,
  "synth_cell_types": 48,
  "dr.pass1.iters": 4,
  "place_congestion": 0.7993,
  "clk_pin_slew_ns": 0.10,
  "timing.hold.ws_ns": 0.3571,
  "worstSkewPairLatency_ns": 0.36,
  "rsz0062_at_grt": "false",
  "area_growth_pct": 12.61,
  "lay_top_cells": "dfxtp_1 (91), xnor2_1 (27), nor2_1 (19), ha_1 (19), clkdlybuf4s50_1 (19)",
  "ant_nets": 0,
  "fin_skew_ns": 0.01237,
  "cts_tree": "built",
  "ys_area_sq_um": 3880,
  "grt_overflow_total": 0,
  "die_h_microns": 100.5,
  "cp_cell_sequence": "inv_1, ha_1, a21oi_2, a21oi_1, inv_1, ha_1, mux2_2, a22oi_1",
  "hold_depth": 0,
  "die-area_sq_um": 10100,
  "h-tree-depth": 3,
  "relSlewSlack": 0.4111,
  "cp_slowest_stage_delay_ns": 0.47,
  "cts_hold_buf": 0,
  "syn_inst": 345,
  "slew_violations": 0,
  "top_register": "ss_cntr.counter_div.cnt",
  "maxCapViolCount": 0,
  "dp_hpwl_microns": 3800,
  "edf_count": 10,
  "drive_gt1_frac": 0.1048,
  "required_ns": 5.78,
  "grt_use_total": 0.1210,
  "root_buffer": "clkbuf_8",
  "avgSynthCellArea_sq_um": 11.25,
  "cts_buffers": 9,
  "grt_pass1_vias": 2097,
  "portBuffers": 19,
  "final.setup.tns_ns": 0,
  "syn_area_sq_um": 3880,
  "place_area_sq_um": 4188,
  "crit_arrival_ns": 2.63,
  "critPathBufInv": 2,
  "stdcell_area_sq_um": 4369,
  "ys_warn_count": 9,
  "ys.flops": 101,
  "io_pins": 20,
  "drtIter0Drc": 66,
  "hold_class": "reg2reg"
}
## metal layers
metal | wire (microns) | global-route usage
met4 | 83 | 0.02007
met2 | 2245 | 0.1718
met3 | 171 | 0.02186
met5 | 0 | 0
met1 | 3092 | 0.2037
## cell type report
cell class / instances / area (sq um)
clock buffers: 9 / 123.9
clock inverters: 7 / 57.56
fillers: 835 / 4959
inverters: 14 / 52.55
multi-input cells: 221 / 1654
flip-flops and latches: 101 / 2122
well taps: 129 / 161.4
repair buffers: 20 / 197.7
## Yosys cell counts (3+ instances only)
cell type  instances  area share
nor2_1            19       0.018
nor4_1             8       0.013
xor2_1            13       0.029
mux2i_1            9       0.023
edfxtp_1          10       0.077
nor2b_1            6      0.0097
nand3_1           18       0.023
a21oi_1           14       0.018
nand2b_1           4      0.0064
a22oi_1            4      0.0077
nand4_1           11       0.018
and3_1             5      0.0081
o21ai_0           10       0.013
nand2_1           11       0.011
ha_1              19       0.061
mux2_2            10       0.029
clkbuf_1           3      0.0029
nor3_1             4      0.0052
inv_1             14       0.014
dfxtp_1           91        0.47
xnor2_1           27       0.061
## power breakdown
part,switching [mW],internal [mW]
Clock,0.257,0.171
Combinational,0.00358,0.0101
Sequential,0.00504,0.752
## stage by stage
stage               utilization  instances  setup slack [ns]  total power [mW]
floorplan                     -        345             3.434            0.7803
global placement         0.4490        485             3.262            0.7879
detailed placement       0.4490        485             3.176            0.7882
CTS                      0.4684        501             3.164             1.217
global route             0.4684        501             2.895             1.247
finish                   0.4684        501             3.153             1.199
## final timing paths
path,from,endpoint,slack [ns]
worst max-delay path,ss_cntr.fsm.state[0],ss_cntr.seg_reg.ss[6],3.15
worst min-delay path,UTT_SR.rg_hdr[3],ss_cntr.data_reg.Bi[3],0.36
worst max register to register,ss_cntr.fsm.state[0],ss_cntr.seg_reg.ss[6],3.15
worst min register to register,UTT_SR.rg_hdr[3],ss_cntr.data_reg.Bi[3],0.36
## worst register-to-register path, delay by kind of cell (launching register included)
family,cells,cell delay (ns)
AOI/OAI and AO/OA,3,0.67
adders and majority gates,2,0.57
buffers and inverters,2,0.33
DFF,1,0.47
muxes,1,0.26
## cells by family (layout without fill, tap and decap cells)
kind of cell    Yosys count  count (layout)  synth area share
buf+inv                  23              50           0.02676
other cells               1               1         0.0009665
compound gates           39              39           0.06482
mux                      20              20           0.05611
fa+ha+maj                19              19           0.06127
xor+xnor                 40              40           0.09029
flops                   101             101            0.5469
simple gates            102             102            0.1529
Power and IR drop assume default switching activity.
