==> design/flow/design.v <==
module b2bd_ROM (
	input [7:0] bc,
	input clk,
	output [11:0] bdc
);
	reg  [7:0] bc_rg;
	reg  [11:0] mem [0:255];
	reg  [1:0] hdr;
	reg  [3:0] dec;
	reg  [3:0] unit;
	reg  [8:0] adr;
initial begin
	adr = 0;
	for (hdr = 2'd0; hdr <= 2'd2; hdr++)
		for (dec = 4'd0; dec <= 4'd9; dec++)
			for (unit = 4'd0; unit <= 4'd9; unit++)
				if (adr < 9'd256) begin
					mem [adr[7:0]] = {2'b0, hdr, dec, unit};
					adr++;		
				end
end
always @(posedge clk) begin
	bc_rg <= bc;
end
assign bdc = mem[bc_rg];
endmodule 
==> design/flow/run.sh <==
#!/bin/bash
# OpenROAD 26Q1-2900-gdf79404cd8, Yosys 0.63+post, stock flow scripts
make -C /OpenROAD-flow-scripts/flow DESIGN_CONFIG=/design/flow/config.mk WORK_HOME=/design/flow/orfs finish
==> design/flow/config.mk <==
export PLATFORM = sky130hd
export DESIGN_NAME = b2bd_ROM
export DESIGN_NICKNAME = b2bd_ROM
export VERILOG_FILES = /design/flow/design.v
export SDC_FILE = /design/flow/constraint.sdc
export NUM_CORES = 4
export LEC_CHECK = 1
export CORE_AREA = 10 10 106 106
export DIE_AREA = 0 0 116 116
==> design/flow/constraint.sdc <==
current_design b2bd_ROM

set clk_period 2.0
set clk_io_pct 0.2

create_clock -name clk0 -period $clk_period [get_ports {clk}]

set non_clock_inputs [all_inputs -no_clocks]
set_input_delay [expr $clk_period * $clk_io_pct] -clock clk0 $non_clock_inputs
set_output_delay [expr $clk_period * $clk_io_pct] -clock clk0 [all_outputs]
==> reports/results.txt <==
Initial antenna violation count -> 1
Total die size -> 13,500 sq um
Detail-routed net length per standard cell -> 11.8 um
Clock share of power -> 33.2%
Most instantiated logic cells after routing -> buf_4 (41), clkdlybuf4s50_1 (16), a21oi_1 (15), nor2_1 (10), dfxtp_1 (10)
Unique cell types -> 52
Rows -> 34
Cts bufs inserted -> 3
CP delay by family, top -> buffers and inverters
First-pass GRT wire length -> 6.18 mm
Synth Instances -> 162
Die width -> 116 um
Async SR Flop Fraction -> 0%
Vias per inst -> 4.29
Critical path data arrival time -> 1.94 ns
CP Data Required Time -> 2.13 ns
Max Fclk -> 552 MHz
Max Buffers Root-to-Sink -> 2
Die Y -> 116 um
Final Wtd Congestion -> 0.930
Period utilization -> 90.5%
Tool warning count -> 28
PD cells -> 424 nW/um^2
Synth Cell Area -> 1230 sq um
Leakage power -> 0.713 nW
Core Footprint -> 8850 sq um
Post-CTS Setup Bufs -> 0
Combinational power share -> 39.4%
Commonest Layout Cell -> buf_4
Clock-pin slew on the worst setup and hold paths -> 0.06 ns
Number of global-route vias before repair -> 1,239
Switching power -> 0.237 mW
Syn Area/Cell -> 7.60 sq um
Total power -> 0.794 mW
Max reg flops -> 10
Starting DRT DRC Count -> 41
Crit start category -> input pin
Sequential share of power -> 27.3%
Pin count of the biggest net entering global routing -> 19
Final hold violations -> 0
Number of enable flip-flop cells -> 0
RSZ-0062 raised after global routing -> false
GRT overflow -> 0
WL final -> 3.73 mm
Worst-path fanout max -> 18
TritonRoute pass-1 iters -> 4
Int Pwr -> 0.556 mW
Synth warn -> 1
# DRC -> 0
Final setup fails -> 0
Crit. End Element -> flop
Fin util -> 21.1%
Layout Cells excl Fill -> 317
Synthesized registers -> 10
Top-level port count -> 21
GRT Total Usage -> 5.40%
Post-route ant nets -> 0
Fp util -> 13.9%
Crit path buf inv count -> 2
Placed cell count -> 312
CTS sink cnt -> 10
Share of layout cells above drive strength 1 -> 28.8%
Critical path, cell by cell -> clkdlybuf4s50_1 -> buf_12 -> nand2b_1 -> a21boi_0 -> a211oi_1 -> nor4_1 -> o21ai_1
Placed Area -> 1770 sq um
Register area share after synthesis -> 16.3%
Area grow syn2layout -> 51.9%
Yosys stat area -> 1230 sq um
H-tree Lvls -> 1
Max Slew Vio Count -> 0
Switch share -> 29.9%
Root buffer cell -> clkbuf_8
Design area -> 1870 sq um
Kind of critical path -> input pin to flop
Port Buffer Count -> 18
Hold_buf cts -> 0
Worst path slowest cell -> clkdlybuf4s50_1
Via count -> 1,361
Worst VDD drop -> 0.000222 V
CTS tree -> built
Maxcap violations -> 0
Prevailing post-synth register cell -> dfxtp_1
Min-Delay Path Class -> input pin to flop
Worst path max stage delay -> 0.50 ns
Post-layout min period -> 1.81 ns
Placed wire-length estimate -> 2.91 mm
Yosys Instances -> 162
Status -> completed
==> layer usage <==
metal | global-route usage [%] | share of wire [%]
met4 | 0.917 | 1.2
met2 | 7.74 | 42
met5 | 0 | 0
met3 | 0.837 | 4.6
met1 | 8.36 | 52
==> metrics by stage <==
step / TNS [ns] / setup WS (ns) / hold WS, ns
after floorplan: 0 / 0.125 / 0.428
after global placement: -0.875 / -0.227 / 1.08
after detailed placement: -1.05 / -0.264 / 1.08
after CTS: 0 / 0.0117 / 0.877
after global routing: 0 / 0.0528 / 0.612
final: 0 / 0.190 / 0.580
==> area by class of cell <==
cell class / count / area (sq um)
Clock buffer: 4 / 55.1
Fill cell: 961 / 6980
Antenna cell: 1 / 2.50
Timing Repair Buffer: 61 / 520
Sequential cell: 10 / 200
Multi-Input combinational cell: 130 / 946
Tap cell: 108 / 135
Inverter: 3 / 11.3
==> synthesized netlist by cell type (2+ instances only) <==
cell type	instances	area share, %
o21ai_0	8	3.3
buf_2	7	2.8
nor2b_1	8	4.1
a211oi_1	2	1.2
dfxtp_1	10	16
a21boi_0	2	1.2
ha_1	4	4.1
xor2_1	3	2.1
buf_4	3	1.8
a21oi_1	15	6.1
nand2_1	6	1.8
o21ai_1	2	0.81
nand3b_1	4	2.4
nand3_1	4	1.6
buf_6	3	2.7
nand2b_1	5	2.5
nand4_1	3	1.5
buf_1	3	0.91
nor3b_1	8	4.9
o211ai_1	3	1.8
nor4b_2	2	2.4
nor4_1	2	1.0
inv_1	3	0.91
and3b_1	3	2.1
nor3_1	2	0.81
nor2_1	10	3.0
a22oi_1	3	1.8
mux2i_1	6	4.9
o22ai_1	2	1.0
clkbuf_1	4	1.2
==> logic make-up after synthesis <==
logic type | share of synthesized area [%]
compound gates | 23.6
buf+inv | 10.5
mux | 8.54
simple gates | 33.9
xor+xnor | 2.85
fa+ha+maj | 4.07
other cells | 0.305
flops | 16.3
==> worst min-delay path, stage by stage <==
cell and delay [ns]:
dlymetal6s2s_1 0.14, buf_6 0.16, nor4_1 0.07
==> power by group through the flow <==
stage / logic, mW / registers (mW) / clock network [mW]
final: 0.313 / 0.217 / 0.264
after CTS: 0.304 / 0.217 / 0.273
after global routing: 0.345 / 0.218 / 0.281
==> path summary, 6_finish.rpt <==
path / to / depth (start not counted) / from
max: bdc[2]$_DFF_P_ / 7 / bc[4]
min: bdc[8]$_SDFF_PP0_ / 3 / bc[1]
==> timing repair <==
item                                    4_1_cts  5_1_grt
endpoints found under the setup margin        1        3
resized                                       1        9
pin swaps                                     1        1
No activity file was given, so power comes from the tool's default toggle rates.
